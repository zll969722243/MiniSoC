### config.mk
export PLATFORM = sky130hd
export DESIGN_NAME = ahb_calc_top
export DESIGN_NICKNAME = ahb_calc_top
export VERILOG_FILES = /design/flow/design.v
export SDC_FILE = /design/flow/constraint.sdc
export NUM_CORES = 4
export LEC_CHECK = 1
export CORE_UTILIZATION = 40
### constraint.sdc
current_design ahb_calc_top

set clk_period 59.7
set clk_io_pct 0.2

create_clock -name clk0 -period $clk_period [get_ports {hclk_i}]

set non_clock_inputs [all_inputs -no_clocks]
set_input_delay [expr $clk_period * $clk_io_pct] -clock clk0 $non_clock_inputs
set_output_delay [expr $clk_period * $clk_io_pct] -clock clk0 [all_outputs]
### design.v
module ahb_calc_top 
(
    input   wire           hclk_i,
    input   wire           hresetn_i,
    input   wire           hsel_i,
    input   wire[31:0]     haddr_i,
    input   wire           hwrite_i,
    input   wire[1:0]      htrans_i,
    input   wire[2:0]      hsize_i,
    input   wire[2:0]      hburst_i,
    input   wire[31:0]     hwdata_i,
    input   wire[3:0]      hmaster_i,
    input   wire           hmastlock_i,
    output  wire[31:0]     hrdata_o,
    output  wire           hready_o,
    output  wire[1:0]      hresp_o,
    output  wire[15:0]     hsplit_o,
    output  wire[31:0]     operate_res
);
wire            enable;
wire[1:0]       opcode;
wire[15:0]      operate_a;
wire[15:0]      operate_b;
ahb_slave_if ahb_slave_if_u1
                            (
                            .hclk_i(hclk_i),
                            .hresetn_i(hresetn_i),
                            .hsel_i(hsel_i),
                            .haddr_i(haddr_i),
                            .hwrite_i(hwrite_i),
                            .htrans_i(htrans_i),
                            .hsize_i(hsize_i),
                            .hburst_i(hburst_i),
                            .hwdata_i(hwdata_i),
                            .hmaster_i(hmaster_i),
                            .hmastlock_i(hmastlock_i),
                            .hrdata_o(hrdata_o),
                            .hready_o(hready_o),
                            .hresp_o(hresp_o),
                            .hsplit_o(hsplit_o),
                            .enable_o(enable),
                            .opcode_o(opcode),
                            .operate_a_o(operate_a),
                            .operate_b_o(operate_b)
                            );
ahb_slave_calc ahb_slave_calc_u1
                            (
                            .enable_i(enable),
                            .opcode_i(opcode),
                            .operate_a_i(operate_a),
                            .operate_b_i(operate_b),
                            .operate_res_o(operate_res)
                            );
endmodule  
module ahb_slave_calc 
#(parameter WIDTH=32)
(
    input   wire            enable_i,
    input   wire[1:0]       opcode_i,
    input   wire[15:0]      operate_a_i,
    input   wire[15:0]      operate_b_i,
    output  reg[WIDTH-1:0]  operate_res_o
); 
parameter OPCODE_ADD = 2'b00;
parameter OPCODE_SUB = 2'b01;
parameter OPCODE_MUL = 2'b10;
parameter OPCODE_DIV = 2'b11;
always @(*)
begin
  if(enable_i)
    begin
      case(opcode_i)
          OPCODE_ADD:operate_res_o = operate_a_i + operate_b_i;
          OPCODE_SUB:operate_res_o = operate_a_i - operate_b_i;
          OPCODE_MUL:operate_res_o = operate_a_i * operate_b_i;
          OPCODE_DIV:operate_res_o = operate_a_i / operate_b_i;
      endcase
    end
  else
    begin
      operate_res_o = 32'b0;
    end
end 
endmodule
module ahb_slave_if
#(parameter WIDTH=32)
(
    input   wire                hclk_i,
    input   wire                hresetn_i,
    input   wire                hsel_i,
    input   wire[WIDTH-1:0]     haddr_i,
    input   wire                hwrite_i,
    input   wire[1:0]           htrans_i,
    input   wire[2:0]           hsize_i,
    input   wire[2:0]           hburst_i,
    input   wire[WIDTH-1:0]     hwdata_i,
    input   wire[3:0]           hmaster_i,
    input   wire                hmastlock_i,
    output  reg[WIDTH-1:0]      hrdata_o,
    output  wire                hready_o,
    output  wire[1:0]           hresp_o,
    output  wire[15:0]          hsplit_o,
    output   wire               enable_o,
    output   wire[1:0]          opcode_o,
    output   wire[15:0]         operate_a_o,
    output   wire[15:0]         operate_b_o
);
parameter IDLE   = 2'b00;
parameter BUSY   = 2'b01;
parameter NONSEQ = 2'b10;
parameter SEQ    = 2'b11;
wire hwrite;
wire hread ;
reg             enable_r;
reg[1:0]        opcode_r;
reg[15:0]       operate_a_r = 16'b0;
reg[15:0]       operate_b_r = 16'b0;
reg[WIDTH-1:0]  res_r;
reg             hwrite_r;
reg[1:0]        htrans_r;
reg[2:0]        hsize_r;
reg[2:0]        hburst_r;
reg[WIDTH-1:0]  haddr_r;
assign hready_o = 1'b1;
assign hresp_o = 2'b00;
assign hwrite = (hsel_i && hwrite_i && (htrans_i==NONSEQ) || (htrans_i==SEQ));
assign hread  = hsel_i && !hwrite_i && (htrans_i==NONSEQ || htrans_i==SEQ);
assign enable_o = enable_r;
assign opcode_o = opcode_r;
assign operate_a_o = operate_a_r;
assign operate_b_o = operate_b_r;
always @(posedge hclk_i or negedge hresetn_i) 
  begin
    if(!hresetn_i)
      begin
        hwrite_r    <= 1'b0;
        htrans_r    <= 2'b0;
        hsize_r     <= 3'b0;
        hburst_r    <= 3'b0;
        haddr_r     <= 32'b0;
      end
    else if(hsel_i)
      begin
        hwrite_r    <= hwrite_i;
        htrans_r    <= htrans_i;
        hsize_r     <= hsize_i ;
        hburst_r    <= hburst_i;
        haddr_r     <= haddr_i ;
      end
    else
      begin
        hwrite_r    <= 1'b0;
        htrans_r    <= 2'b0;
        hsize_r     <= 3'b0;
        hburst_r    <= 3'b0;
      end
  end
always @(posedge hclk_i or negedge hresetn_i) 
  begin
    if(!hresetn_i)
      begin
            enable_r <= 1'b0;        
            opcode_r <= 2'b00;
            operate_a_r <= 16'b00;
            operate_a_r <= 16'b00;
      end
    else if(hwrite)
      begin
        case(haddr_r) 
          32'h00:   enable_r    <= hwdata_i[0];
          32'h04:   opcode_r    <= hwdata_i[1:0];
          32'h08:      operate_a_r <= hwdata_i[15:0];
          32'h0C:      operate_b_r <= hwdata_i[15:0];
        endcase
      end
    else if(hread)
      begin
        case(haddr_r) 
          32'h00:   hrdata_o  <= {31'b0,enable_r};
          32'h04:   hrdata_o  <= {30'b0,opcode_r};
          32'h08:      hrdata_o  <= {16'b0,operate_a_r};
          32'h0C:      hrdata_o  <= {16'b0,operate_b_r}; 
        endcase
      end
    else
      begin
        hrdata_o = 32'b0;
      end  
  end
endmodule
### run.sh
#!/bin/bash
# OpenROAD 26Q1-2900-gdf79404cd8, Yosys 0.63+post, stock flow scripts
make -C /OpenROAD-flow-scripts/flow DESIGN_CONFIG=/design/flow/config.mk WORK_HOME=/design/flow/orfs finish
==> results.json <==
{
  "grtUsageTotal_pct": 29.7,
  "layout_min_cycle_time_ns": 87.55,
  "syn_to_final_growth_pct": 50.7,
  "io_pins": 164,
  "path_buffers": 25,
  "end_kind": "output pin",
  "fin_area_sq_um": 54100,
  "power_frac_seq_pct": 12.8,
  "ys_types": 123,
  "vdd_ir_drop_max_v": 0.0000259,
  "final.setup_skew_ns": 0.00874,
  "critPathMaxFanout": 8,
  "numPortBuffers": 101,
  "clkLatencyLatePin_ns": 0.36,
  "grt_max_degree": 53,
  "synthArstFlopShare_pct": 61.4,
  "max_stage_delay_ns": 0.55,
  "clockBufferDepth": 2,
  "drt-total-wl_um": 133000,
  "internal_power_mw": 0.303,
  "wire_per_inst_um": 17.5,
  "cap_viol_max_count": 0,
  "final_cell_mix": "buf_4 (1753), ha_1 (474), nor2_1 (414)",
  "place_area_sq_um": 49700,
  "hp-class": "flop to flop",
  "cts_buffers": 9,
  "netSwitchingFraction_pct": 38.7,
  "final_core_util_pct": 61.1,
  "clock_sinks": 83,
  "hp-start": "ahb_slave_if_u1.haddr_r[28]",
  "setup_ws_ns": -27.85,
  "dr.max_layer_used": "met5",
  "drtIter0Drc": 2462,
  "row_count": 109,
  "worst_path_dominant_cell_family": "AND-OR/OR-AND gates",
  "ys_seq_share_pct": 6.23,
  "crit_top_cell": "o21a_1",
  "worst_hold_slack_ns": 0.507,
  "regToRegSetupSlack_ns": 57.06,
  "worst_setup_path_start_kind": "flop",
  "outcome": "finished with violations",
  "grt_pass1_wl_um": 210000,
  "core_area_sq_um": 88600,
  "antenna_found_initial": 0,
  "pwr-share-clk_pct": 12.3,
  "synth_flops": 83,
  "vias_per_cell": 5.41,
  "max_freq_mhz": 11.4,
  "switching_power_mw": 0.192,
  "drc_errors": 0,
  "tool_warnings": 74,
  "yosys_area_sq_um": 35900,
  "finalCritPeriodShare_pct": 147,
  "tightest_slew_ns": 1.08,
  "p_leak_nw": 26.6,
  "final_layout_size_suffix_gt1_share_pct": 38.2,
  "wl_met1_um": 63500,
  "num_vias": 41200,
  "hold_depth": 1,
  "final_antenna_net_count": 0,
  "dp_slack_ns": -29.34,
  "grt_pass1_vias": 39400,
  "failed_checks": "negative setup slack",
  "antenna_cells": 0,
  "netlist_area_sq_um": 35900,
  "initial_core_util_pct": 40.5,
  "p_per_area_nw_per_um2": 9.15,
  "die_h_um": 302,
  "cpMaxStageDelayCell": "or4_4",
  "ff2ff_path_depth": 6,
  "ff_type": "dfrtp_1",
  "synth_warnings": 18,
  "finalWeightedCongestion": 0.980,
  "slew_viol_final": 0,
  "syn_area_per_cell_sq_um": 7.64,
  "timing.rr.end": "ahb_slave_if_u1.operate_a_r[8]",
  "ys_cells": 4703,
  "hold-path-endpoint": "ahb_slave_if_u1.haddr_r[28]",
  "crit_required_ns": 47.76,
  "finalHoldViolations": 0,
  "cts_max_level": 3,
  "overflow": 0,
  "mostFrequentLayoutCell": "buf_4",
  "dr.pass1.iters": 6,
  "path_clk_slew_ns": 0.07,
  "synth_cells": 4703,
  "routed-wl-met3_um": 12400,
  "die-area_sq_um": 91000,
  "regToRegStartpoint": "ahb_slave_if_u1.haddr_r[5]",
  "root_buffer": "clkbuf_16",
  "path_class": "flop to output pin",
  "setup_viol": 8,
  "grt_setup_unrepaired": "true",
  "edf_count": 32,
  "route.met2.wl_um": 54900,
  "die_x_um": 302,
  "arrival_ns": 75.61,
  "max-slew-margin-rel_pct": 27.9,
  "cts_tree": "built",
  "comb_power_share_pct": 74.9,
  "dp_hpwl_um": 102000
}
==> worst max-delay path by stage <==
| stage | to | slack, ns | start | cells after the start |
|---|---|---|---|---|
| CTS | operate_res[0] | -27.42 | ahb_slave_if_u1.operate_b_r[5] | 428 |
| global route | operate_res[0] | -32.34 | ahb_slave_if_u1.operate_b_r[13] | 434 |
| finish | operate_res[0] | -27.85 | ahb_slave_if_u1.operate_b_r[11] | 429 |
==> cell type report <==
cell class	count	area [sq um]
timing repair buffer	1881	14500
tap	1165	1460
fill	7318	34500
inverter	335	1270
clock buffer	11	254
multi-input combinational	4134	34400
clock inverter	5	66.3
sequential	83	2240
==> Yosys cell counts, types with 17 or more instances <==
master | instances | area, sq um
dfrtp_1 | 51 | 1280
xnor2_1 | 139 | 1220
or3_1 | 45 | 282
buf_4 | 41 | 308
o31ai_1 | 103 | 773
edfxtp_1 | 32 | 961
nand2b_1 | 49 | 307
buf_1 | 19 | 71.3
a21oi_1 | 310 | 1550
and4_1 | 17 | 149
o211ai_1 | 41 | 308
xor2_1 | 73 | 639
fa_1 | 196 | 3920
nor3_1 | 211 | 1060
inv_1 | 334 | 1250
nor4_1 | 41 | 257
o21a_1 | 208 | 1560
clkbuf_1 | 130 | 488
a21o_1 | 72 | 541
a31oi_1 | 34 | 213
o21ai_1 | 18 | 90.1
ha_1 | 530 | 6630
nand4_1 | 40 | 250
and2_1 | 85 | 532
and3_1 | 30 | 188
a211oi_1 | 49 | 368
nor2_1 | 461 | 1730
o21ai_0 | 181 | 906
nand3_1 | 77 | 385
nor2b_1 | 36 | 225
mux2_2 | 130 | 1460
or2_2 | 67 | 419
mux2i_1 | 52 | 521
nand2_1 | 430 | 1610
o21bai_1 | 37 | 278
==> worst register-to-register path: cells and delay by family (launching register included) <==
kind | cells | cell delay, ns
buffers and inverters | 1 | 0.30
muxes | 1 | 0.38
DFF | 1 | 0.38
and+or+nand+nor | 4 | 1.46
==> sequential cells by signal, summed over array words and instances (netlist names) <==
name / cells
ahb_slave_if_u1.opcode_r: 2
ahb_slave_if_u1.haddr_r: 32
ahb_slave_if_u1.operate_a_r: 16
ahb_slave_if_u1.operate_b_r: 16
ahb_slave_if_u1.hrdata_o: 16
ahb_slave_if_u1.enable_r: 1
==> power groups by stage <==
stage / Sequential [mW] / Clock, mW / Combinational (mW)
after CTS: 0.0634 / 0.0620 / 0.357
after global routing: 0.0637 / 0.0642 / 0.407
final: 0.0634 / 0.0611 / 0.371
==> kinds of logic after synthesis <==
group / synth area share (%)
and+or+nand+nor: 22.8
adders and majority gates: 29.4
muxes: 5.82
AOI/OAI and AO/OA: 24.4
xor gates and xnor gates: 5.17
DFF: 6.23
buffers and inverters: 6.13
other: 0.0209
==> layer usage <==
layer | track usage, % | vias up
met3 | 8.49 | 143
met5 | 1.16 | -
met1 | 44.5 | 19200
li1 | - | 20500
met4 | 5.35 | 2
met2 | 43.2 | 1333
==> through the flow <==
| step | TNS [ns] | power [mW] | std cells |
|---|---|---|---|
| after floorplan | -140.27 | 0.253 | 4752 |
| after global placement | -121.14 | 0.387 | 7252 |
| after detailed placement | -127.31 | 0.388 | 7252 |
| after CTS | -112.42 | 0.482 | 7524 |
| after global routing | -144.54 | 0.535 | 7614 |
| final | -117.10 | 0.495 | 7614 |
==> timing repair <==
item | 4_1_cts | 5_1_grt
pin swaps | 142 | 115
setup endpoints to repair | 8 | 9
endpoints found under the hold margin | 0 | 0
setup buffers | 252 | 90
hold buffers | 0 | 0
resized | 188 | 162
gates cloned | 4 | 1
Power figures rest on the tool's default switching activity, not on a simulated workload.
