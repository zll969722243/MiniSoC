--- flow/config.mk ---
export PLATFORM = sky130hd
export DESIGN_NAME = ismi
export DESIGN_NICKNAME = ismi
export VERILOG_FILES = /design/flow/design.v
export SDC_FILE = /design/flow/constraint.sdc
export NUM_CORES = 4
export LEC_CHECK = 1
export CORE_UTILIZATION = 30
--- flow/constraint.sdc ---
current_design ismi

set clk_period 5.6
set clk_io_pct 0.2

create_clock -name clk0 -period $clk_period [get_ports {hclk}]

set non_clock_inputs [all_inputs -no_clocks]
set_input_delay [expr $clk_period * $clk_io_pct] -clock clk0 $non_clock_inputs
set_output_delay [expr $clk_period * $clk_io_pct] -clock clk0 [all_outputs]
--- flow/design.v ---
module ismi(
   input                hclk        ,
   input                hresetn     ,
   input                hsel        ,
   input  [31:0]        haddr       ,
   input  [31:0]        hwdata      ,
   input  [1:0]         htrans      ,
   input  [2:0]         hburst      ,
   input  [1:0]         hsize       ,
   input                hwrite      ,
   input                hreadyin    ,
   output reg [31:0]    hrdata      ,
   output               hreadyout   ,
   output [1:0]         hresp       ,
   input  [31:0]        mrdata      ,
   output [13:0]        maddr       ,
   output               mcen        ,
   output reg [31:0]    mwdata      ,
   output reg [3:0]     mwe         
);
parameter   IDLE    =0  ;
parameter   WRPA    =1  ;
parameter   WAIT    =2  ;          
parameter   RDPA1   =3  ;
parameter   RDPD    =4  ;
parameter   RDPR    =5  ;
parameter   BRBZ    =6  ;
parameter   RDPA2   =7  ;
parameter HBURST_SINGLE  =3'b000;
parameter HBURST_INCR    =3'b001;
parameter HBURST_WRAP4   =3'b010;
parameter HBURST_INCR4   =3'b011;
parameter HBURST_WRAP8   =3'b100;
parameter HBURST_INCR8   =3'b101;
parameter HBURST_WRAP16  =3'b110;
parameter HBURST_INCR16  =3'b111;
reg [7:0]   cstate;
reg [7:0]   nstate;
reg [15:0]  haddrReg;
reg [15:0]  haddr_wr_reg2;
reg [1:0]   hsizeReg;
reg         write_sram;
wire          ReadValid;
wire          WriteValid;
wire          is_noseq;
wire          is_seq;
wire          is_idle;
wire          is_busy;
wire          burst_reading;
assign ReadValid     = hsel & hreadyin & ~hwrite & htrans[1];
assign WriteValid    = hsel & hreadyin &  hwrite & htrans[1];
assign is_idle       = hsel & hreadyin & (htrans[1:0] == 2'b00);
assign is_busy       = hsel & hreadyin & (htrans[1:0] == 2'b01);
assign is_noseq      = hsel & hreadyin & (htrans[1:0] == 2'b10);
assign is_seq        = hsel & hreadyin & (htrans[1:0] == 2'b11);
assign burst_reading = hsel & ~hwrite  & (hburst[2:0]!=HBURST_SINGLE);
always @(posedge hclk or negedge hresetn)
  begin
  if(!hresetn)
      cstate <= 8'h01;
  else
      cstate <= nstate;
end
always @(  ReadValid or WriteValid or burst_reading
      or cstate or is_busy or is_noseq or is_seq )
  begin
  nstate=8'h00;
  case (1'b1)
      cstate[IDLE]:
          begin
        if(WriteValid)
          nstate[WRPA]=1;
        else if(ReadValid&is_noseq)
          nstate[RDPA1]=1;
        else
          nstate[IDLE]=1;
      end
      cstate[WRPA]:
          begin
        if(WriteValid)
          nstate[WRPA]=1;
        else if(ReadValid&is_noseq)
          nstate[RDPA2]=1;
        else
          nstate[IDLE]=1;
      end
      cstate[RDPA2]:
          begin
        nstate[WAIT]=1;
      end
    cstate[WAIT]:
          begin
      nstate[RDPD]=1;
    end
      cstate[RDPA1]:
          begin
        nstate[RDPD]=1;
      end
      cstate[RDPD]:
          begin
        nstate[RDPR]=1;
      end
      cstate[RDPR]:
          begin
        if(ReadValid&is_noseq)
          nstate[RDPA1]=1;
      else if(WriteValid&is_noseq)
          nstate[WRPA]=1;
        else if(is_busy&burst_reading)
          nstate[BRBZ]=1;
        else if(is_seq&burst_reading)
          nstate[RDPR]=1;
        else
          nstate[IDLE]=1;
      end
      cstate[BRBZ]:
          begin
      if(is_busy)
          nstate[BRBZ]=1;
        else if(ReadValid&is_noseq)
          nstate[RDPA1]=1;
      else if(WriteValid&is_noseq)
          nstate[WRPA]=1;
        else if(is_seq)
          nstate[RDPR]=1;
        else
          nstate[IDLE]=1;
      end
    default:
      nstate[IDLE]=1;
  endcase
end
assign hreadyout= cstate[IDLE]|cstate[WRPA]|cstate[RDPR]|cstate[BRBZ];
always @(posedge hclk or negedge hresetn)
  begin
  if(!hresetn)
      hrdata <= 32'h0;
  else if(cstate[RDPR]|(nstate[RDPR]&~cstate[BRBZ]))
      hrdata <= mrdata[31:0];
end
assign hresp[1:0] =2'b00;
always @(posedge hclk or negedge hresetn)
  begin
  if(!hresetn)
      mwdata[31:0] <= 32'h0;
  else if(cstate[WRPA])
      mwdata[31:0] <= hwdata[31:0];
end
always @(posedge hclk or negedge hresetn)
  begin
  if(!hresetn)
    write_sram <= 1'b0;
  else
    write_sram <= cstate[WRPA];
end
assign mcen = (cstate[RDPA1]|cstate[WAIT]|write_sram) ? 1'b0:
              (burst_reading&~cstate[IDLE])? 1'b0: 1'b1;
always @(posedge hclk or negedge hresetn)
  begin
   if(!hresetn)
       haddrReg<=0;
   else if(nstate[WRPA]|nstate[RDPA1]|nstate[RDPA2])
       haddrReg<=haddr[15:0];
   else if(burst_reading&(nstate[RDPD]|nstate[RDPR]))
         begin
     case(hburst)
         HBURST_INCR,HBURST_INCR4,HBURST_INCR8,HBURST_INCR16:
                 begin
           case(hsize)
             2'b00: haddrReg<=haddrReg+1;
             2'b01: haddrReg<=haddrReg+2;
             2'b10: haddrReg<=haddrReg+4;
           default: haddrReg<=haddrReg;
           endcase  
         end
         HBURST_WRAP4:
                 begin
           case(hsize)
             2'b00: haddrReg[1:0]<=haddrReg[1:0]+1;
             2'b01: haddrReg[2:1]<=haddrReg[2:1]+1;
             2'b10: haddrReg[3:2]<=haddrReg[3:2]+1;
           default: haddrReg<=haddrReg;
           endcase  
         end
         HBURST_WRAP8:
                 begin
           case(hsize)
             2'b00: haddrReg[2:0]<=haddrReg[2:0]+1;
             2'b01: haddrReg[3:1]<=haddrReg[3:1]+1;
             2'b10: haddrReg[4:2]<=haddrReg[4:2]+1;
           default: haddrReg<=haddrReg;
           endcase  
         end
         HBURST_WRAP16:
                 begin
           case(hsize)
             2'b00: haddrReg[3:0]<=haddrReg[3:0]+1;
             2'b01: haddrReg[4:1]<=haddrReg[4:1]+1;
             2'b10: haddrReg[5:2]<=haddrReg[5:2]+1;
           default: haddrReg<=haddrReg;
           endcase  
         end
       default: haddrReg<=haddrReg;
       endcase  
   end
end
assign maddr[13:0] = write_sram ? haddr_wr_reg2[15:2] : haddrReg[15:2];
always @(posedge hclk or negedge hresetn)
  begin
  if(!hresetn)
    haddr_wr_reg2 <= 0;
  else
    haddr_wr_reg2 <= haddrReg;
end
always @(posedge hclk or negedge hresetn)
  begin
  if(!hresetn)
      hsizeReg<=0;
  else
      hsizeReg<=hsize;
end
always @(posedge hclk or negedge hresetn)
  begin
  if(!hresetn)
    mwe[3:0]<=4'b0000;
  else if(cstate[WRPA])
      begin
      case(hsizeReg[1:0])
        2'b00:
              begin
          case(haddrReg[1:0])
              2'b00: mwe[3:0]<=4'b0001;
              2'b01: mwe[3:0]<=4'b0010;
              2'b10: mwe[3:0]<=4'b0100;
              2'b11: mwe[3:0]<=4'b1000;
          default: mwe[3:0]<=4'b0000;
          endcase  
        end
        2'b01:
              begin
          case(haddrReg[1:0])
              2'b00: mwe[3:0]<=4'b0011;
              2'b10: mwe[3:0]<=4'b1100;
          default: mwe[3:0]<=4'b0000;
          endcase  
        end
        2'b10:
              begin
          case(haddrReg[1:0])
              2'b00: mwe[3:0]<=4'b1111;
          default: mwe[3:0]<=4'b0000;
          endcase  
        end
      default: mwe[3:0]<=4'b0000;
      endcase  
 end  
 else
     mwe[3:0]<=4'b0000;
end
endmodule
--- flow/run.sh ---
#!/bin/bash
# OpenROAD 26Q1-2900-gdf79404cd8, Yosys 0.63+post, stock flow scripts
make -C /OpenROAD-flow-scripts/flow DESIGN_CONFIG=/design/flow/config.mk WORK_HOME=/design/flow/orfs finish
==> run summary <==
impl run done, here's what came out: status=finished, final reports clean, Data required, critical path=about 4.5 ns, cts repair resizes=0, delay-heaviest family, CP=buffers and inverters, Reg clk slew, reported paths=around 0.07 ns, CTS Hold Bufs=0, post-synthesis cell area=roughly 5800 sq um, post-route clock skew=approximately 0.011 ns, initial antenna violation count=0, Setup CP Type=input port to output port, CP Capture Type=output port, number of global-route vias before repair=4630, final WL=about 15 mm, # IOs=just under 200, slowest stage delay, CP=between 0.6 and 0.7 ns, crit path time final=approximately 4.6 ns, Seq cells post-synth=between 100 and 150, metal3 WL=1.07 mm, met1 wire length=a little under 7 mm, area reported by Yosys stat=roughly 5800 sq um, Final Slew Violations=0, Starting DRT DRC Count=223, Die Span X=141 um, post-synthesis sequential area ratio=0.470, Antenna diodes=0, setup ws final=slightly below 1 ns, path length in cells of the critical path=5, VDD IR-drop max=0.147 mV, largest cells by area after synthesis=dfrtp_1, mux2_2, mux2_4, mux2_1, ha_1, Synth Flop Type=dfrtp_1, Top Layout Cells=clkdlybuf4s50_1, dfrtp_1, mux2_2, Die H=roughly 140 um, critical path's slowest cell=clkdlybuf4s50_1, # Cells Yosys=around 510, Post-synth EDFFs=0, Post-CTS Setup Bufs=0, metal2 WL=6.75 mm, Worst-Margin Slew=just over 0.8 ns, Post-DRT Antenna Nets=0, Max Clock Freq=between 200 and 250 MHz, Die ar.=about 20000 sq um, worst path cell trace=clkdlybuf4s50_1, nor3_2, nor2_1, a2111oi_0, clkdlybuf4s50_1, maxcap violations=0, RSZ-0062 raised after global routing=false, period utilization=0.828, Place WS=0.920 ns, uppermost routed layer=met4, Final Hold Viols=0, Inst Count DP=about 900, Arrival @ worst endpoint=3.51 ns, overall routing resource usage=0.157, Tightest Hold Check Type=register to register, DR WL/cell=15.9 um, FP Core Util=0.308, routed vias=roughly 4600, Via density=4.94, Top-area cell share=0.466, CTS H-Tree Depth=3, Slew Limit Headroom=0.453, Min Hold Slack=~0.46 ns, Distinct cells, synth=77, R2R cell count=5, Final HPWL DP=between 10 and 15 mm, largest net degree at the start of global routing=slightly below 60, Pleak=around 3.2 nW, power per cell area=around 380 nW/um^2, Root Driver=clkbuf_16, Area Overhead vs Synth=39.0%, # setup viols final=0, first-pass GRT wire length=between 20 and 25 mm, Non-Filler Instances=just over 900, Worst Setup Start Kind=input port, layout cells sized above 1=0.159, Clock Tree Buf Depth=2, PortBufs=between 150 and 200, Yosys top cell by area=dfrtp_1, utilization after layout=0.428, dominant logic cell type in the layout=clkdlybuf4s50_1, num rows=50, hold path cells=0, clock sink count=roughly 110, Late-Pin Clk Latency=0.35 ns, GRT Residual Overflow=0, CP Buf/Inv Count=2, RePlAce Congestion=just under 0.9, CTS Buf Count=9, Mapped Avg Cell Area=between 10 and 15 sq um, ys async rst share=1.00, TritonCTS clock tree=yes, DRC viols=0, Crit path top cell by count=clkdlybuf4s50_1, DRT Pass-1 Iters=4, worst-path fanout max=17, Final TNS setup=0 ns, Fill cells=1723, Core ar.=around 19000 sq um, Syn Inst Count=slightly above 500, tool warnings=between 40 and 50, synth warn=1
[cell type report]
type	instances	area [sq um]	share of cell area
timing repair buffer	180	1790	0.222
clock buffer	10	239	0.0296
inverter	17	63.8	0.00792
clock inverter	6	93.8	0.0116
sequential	109	2730	0.339
tap	260	325	0.0404
multi-input combinational	353	2820	0.350
[through the flow]
step	power [mW]	cell area, sq um
after floorplan	1.74	5800
after global placement	2.36	7730
after detailed placement	2.38	7730
after CTS	3.11	8060
after global routing	3.28	8060
final	3.07	8060
[Yosys cell counts, types with 6 or more instances]
| cell | number |
|---|---|
| buf_2 | 12 |
| mux2_4 | 20 |
| mux2_1 | 12 |
| nor2_1 | 30 |
| mux2_2 | 43 |
| a21oi_1 | 12 |
| o21ai_0 | 15 |
| xor2_1 | 14 |
| a211oi_1 | 8 |
| ha_1 | 10 |
| nor3_1 | 16 |
| clkbuf_1 | 10 |
| xnor2_1 | 6 |
| o211ai_1 | 6 |
| inv_1 | 17 |
| o21ai_1 | 7 |
| nand3_1 | 11 |
| o22ai_1 | 7 |
| nand2b_1 | 6 |
| dfrtp_1 | 108 |
| nand2_1 | 24 |
[routing by layer]
layer  track usage  up-vias
li1              -     2197
met1         0.232     2222
met2         0.245      188
met3        0.0339       16
met4        0.0257        0
met5             0        -
[worst paths after layout]
check,end,slack [ns],from
worst min register to register,haddr_wr_reg2[14]$_DFF_PN0_,0.46,haddrReg[14]$_DFFE_PN0P_
min in group asynchronous,hrdata[24]$_DFFE_PN0P_,0.81,hresetn
worst max register to register,haddrReg[10]$_DFFE_PN0P_,2.83,haddrReg[5]$_DFFE_PN0P_
worst max-delay path,mcen,0.97,hburst[0]
worst min-delay path,haddr_wr_reg2[14]$_DFF_PN0_,0.46,haddrReg[14]$_DFFE_PN0P_
max in group asynchronous,cstate[1]$_DFF_PN0_,3.58,hresetn
[power by group]
part	switching, mW	internal (mW)
combinational	0.354	0.735
sequential	0.225	1.04
clock	0.298	0.409
total	0.878	2.19
[kinds of logic (layout without fill, tap and decap cells)]
kind of cell	after synthesis	after routing	synth area share
and+or+nand+nor	133	133	0.127
xor gates and xnor gates	20	20	0.0302
other	1	2	0.000646
adders and majority gates	10	10	0.0216
buffers and inverters	52	213	0.0453
DFF	109	109	0.470
muxes	80	80	0.167
AOI/OAI and AO/OA	108	108	0.137
[sequential cells by signal, indices dropped and copies added, names as in the netlist]
name           flops
cstate             8
haddrReg          16
haddr_wr_reg2     14
hrdata            32
hsizeReg           2
mwdata            32
mwe                4
write_sram         1
Power figures rest on the tool's default switching activity, not on a simulated workload.
